==> ./design.v <==
module mux_writeData(
    input wire [2:0] selector,
    input wire [31:0] data_0,
    input wire [31:0] data_1,
    input wire [31:0] data_2,
    input wire [31:0] data_3,
    input wire [31:0] data_4,
    input wire [31:0] data_5,
    input wire [31:0] data_6,
    output reg [31:0] data_out
);
    always @(*)begin
        case(selector)
            3'b000 : data_out = data_0;
            3'b001 : data_out = data_1;
            3'b010 : data_out = data_2;
            3'b011 : data_out = data_3;
            3'b100 : data_out = data_4;
            3'b101 : data_out = data_5;
            3'b110 : data_out = data_6;
            3'b111 : data_out = 32'd227;
        endcase
    end
endmodule
==> ./run.sh <==
#!/bin/bash
# OpenROAD 26Q1-2900-gdf79404cd8, Yosys 0.63+post, stock flow scripts
make -C /OpenROAD-flow-scripts/flow DESIGN_CONFIG=/design/flow/config.mk WORK_HOME=/design/flow/orfs finish
==> ./config.mk <==
export PLATFORM = sky130hd
export DESIGN_NAME = mux_writeData
export DESIGN_NICKNAME = mux_writeData
export VERILOG_FILES = /design/flow/design.v
export SDC_FILE = /design/flow/constraint.sdc
export NUM_CORES = 4
export LEC_CHECK = 1
export CORE_AREA = 10 10 108 108
export DIE_AREA = 0 0 118 118
==> ./constraint.sdc <==
current_design mux_writeData

set clk_period 4.7
set clk_io_pct 0.2

create_clock -name clk0 -period $clk_period

set non_clock_inputs [all_inputs -no_clocks]
set_input_delay [expr $clk_period * $clk_io_pct] -clock clk0 $non_clock_inputs
set_output_delay [expr $clk_period * $clk_io_pct] -clock clk0 [all_outputs]
==> flow_summary.rst <==
Run summary
-----------

.. list-table::
   :header-rows: 1

   * - Metric
     - Value
   * - Tool warnings
     - 32
   * - YS warnings
     - 1
   * - Worst Hold End
     - data_out[5]
   * - Number of antenna-violating nets in the routed design
     - 0
   * - CP Class
     - in2out
   * - Boundary Pins
     - 259
   * - Synth Area per Inst
     - 7.44 um2
   * - Hold Worst Slack
     - 2.78 ns
   * - Total number of sequential cells
     - 0
   * - Data arrival at the endpoint of the critical path
     - 2.93 ns
   * - Top area cell types
     - sky130_fd_sc_hd__mux2i_1 (24%), sky130_fd_sc_hd__mux4_2 (17%), sky130_fd_sc_hd__nor2_1 (9.1%), sky130_fd_sc_hd__a21oi_1 (8.7%), sky130_fd_sc_hd__o22a_1 (7.4%)
   * - Final routed wirelength across all metal layers
     - 13.0 mm
   * - Starting DRT DRC Count
     - 110
   * - Final HPWL from detailed placement
     - 11.2 mm
   * - Area figure in the yosys stat output
     - 1890 um2
   * - Standard cell core area
     - 9280 um2
   * - Global-route total usage across every layer
     - 0.176
   * - Worst Setup End Kind
     - primary output
   * - Maximum fanout count along the critical path
     - 42
   * - Worst setup margin
     - 0.833 ns
   * - Post-route clock period utilization
     - 0.823
   * - Peak supply drop
     - 0.0498 mV
   * - DRC violations left
     - 0
   * - Unrepaired setup endpoints after global routing
     - false
   * - Area of the die
     - 13900 um2
   * - Synthesized netlist cell count
     - 254
   * - Setup tns final
     - 0 ns
   * - Via count of the routed design
     - 2847
   * - Slew Limit Fails
     - 0
   * - Wire length of the first global-routing pass
     - 19.3 mm
   * - Sequential fraction of the synthesis area
     - 0
   * - Combined flip-flop and latch cell area
     - 0 um2
   * - Slew of the pin with the lowest slew margin
     - 0.749 ns
   * - Vias per std cell
     - 4.58
   * - Placement Rows
     - 35
   * - Type of the most critical hold path
     - in2out
   * - Count of input and output buffers
     - 259
   * - Largest net degree at the start of global routing
     - 43
   * - Vias in the first global route
     - 3082
   * - Chip Width
     - 118 um
   * - CP startpoint kind
     - input port
   * - Setup-failing EPs final
     - 0
   * - Area growth, synth to finish
     - 138%
   * - Status
     - completed
   * - Endpoint required time on the critical path
     - 3.76 ns
   * - Share of the core filled by cells before placement
     - 0.204
   * - Maximum clock frequency
     - 259 MHz
   * - Sum of overflow across all layers after global routing
     - 0
   * - Count of instantiated cells in the yosys netlist
     - 254
   * - Routed length per placed instance
     - 20.9 um
   * - P per Cell Area
     - 92.2 nW/um2
   * - Total of clock buffers placed in the layout
     - 0
   * - Sum of internal, switching and leakage power
     - 0.414 mW
   * - Count of hold-fix buffers inserted at cts
     - 0
   * - Buffers inserted by post-CTS timing repair
     - 0
   * - Cell Area, Synth
     - 1890 um2
   * - Final Hold Viols
     - 0
   * - Max-cap violations
     - 0
   * - Max-slew headroom
     - 0.500
   * - Worst Setup Slack post-DPL
     - 0.789 ns
   * - GP Congestion
     - 0.854
   * - Number of optimization iterations in the first detailed-route pass
     - 4
   * - Biggest area consumer among synthesized cells
     - sky130_fd_sc_hd__mux2i_1
   * - Final critical path time including I/O delays and setup
     - 3.87 ns
   * - Die span in y
     - 118 um
   * - Startpoint of the lowest-slack hold path
     - selector[1]
   * - Fraction of final layout cells with drive strength greater than 1
     - 0.0508
   * - Instance count along the most critical hold path
     - 5
   * - Library cells used by synthesis
     - 31
   * - Number of gates resized after CTS
     - 0
   * - Static power due to leakage
     - 1.72 nW
   * - Number of antenna violations at the first check in global routing
     - 1
   * - Share of Yosys cell area claimed by the top area cell type
     - 0.238
[per-layer routing]
metal  share of wire  vias to the layer above  track usage
met2            0.51                      124        0.312
met5               0                        -            0
met3           0.050                        8       0.0335
met4           0.011                        0       0.0263
met1            0.43                     1263        0.220
li1                -                     1452            -
[metrics by stage]
step,instances,instance area [um2],utilization
after floorplan,254,1890,-
after global placement,621,4490,0.483
after detailed placement,621,4490,0.483
after CTS,621,4490,0.483
after global routing,622,4490,0.483
final,622,4490,0.483
[cell families (layout without fill, tap and decap cells)]
| logic type | Yosys count | in the layout | share of synthesized area |
|---|---|---|---|
| AND/OR/NAND/NOR | 73 | 73 | 0.164 |
| AND-OR/OR-AND | 92 | 92 | 0.322 |
| other | 0 | 1 | 0 |
| buffers and inverters | 30 | 268 | 0.109 |
| multiplexers | 59 | 59 | 0.405 |
[where the power goes]
part	switching, mW	internal, mW	leakage, nW	total (mW)
clock	0	0.0000000289	0.00000634	0.0000000289
combinational	0.123	0.291	1.72	0.414
sequential	0	0	0	0
total	0.123	0.291	1.72	0.414
[synthesized netlist by cell type]
cell type and n:
sky130_fd_sc_hd__o21ai_0 1, sky130_fd_sc_hd__nand2b_1 5, sky130_fd_sc_hd__mux2i_1 45, sky130_fd_sc_hd__buf_6 6, sky130_fd_sc_hd__buf_8 1, sky130_fd_sc_hd__o211ai_1 2
sky130_fd_sc_hd__nor2b_1 5, sky130_fd_sc_hd__nor2_1 46, sky130_fd_sc_hd__a211o_1 2, sky130_fd_sc_hd__a22oi_1 2, sky130_fd_sc_hd__buf_2 5, sky130_fd_sc_hd__o221ai_1 1
sky130_fd_sc_hd__o22a_1 16, sky130_fd_sc_hd__inv_1 2, sky130_fd_sc_hd__or3_1 1, sky130_fd_sc_hd__mux4_2 14, sky130_fd_sc_hd__nand2_1 14, sky130_fd_sc_hd__nand3b_1 1
sky130_fd_sc_hd__a22o_1 1, sky130_fd_sc_hd__a21boi_0 1, sky130_fd_sc_hd__buf_1 7, sky130_fd_sc_hd__a31oi_1 1, sky130_fd_sc_hd__buf_4 8, sky130_fd_sc_hd__o22ai_1 16
sky130_fd_sc_hd__a2bb2oi_1 1, sky130_fd_sc_hd__o21ai_1 1, sky130_fd_sc_hd__o31ai_1 2, sky130_fd_sc_hd__a211oi_1 12, sky130_fd_sc_hd__a21oi_1 33, sky130_fd_sc_hd__nor2b_2 1
sky130_fd_sc_hd__clkbuf_1 1
[final cells by class]
cell class | count | area (um2)
Multi-Input combinational cell | 224 | 1680
Inverter | 2 | 7.51
Tap cell | 129 | 161
Antenna cell | 1 | 2.50
Fill cell | 922 | 4800
Timing Repair Buffer | 266 | 2630
[critical path: stages]
cell	delay (ns)
sky130_fd_sc_hd__buf_4	0.40
sky130_fd_sc_hd__buf_4	0.39
sky130_fd_sc_hd__mux4_2	0.55
sky130_fd_sc_hd__nor2_1	0.13
sky130_fd_sc_hd__a21oi_1	0.05
sky130_fd_sc_hd__clkdlybuf4s50_1	0.45
[how the worst max path moves through the flow]
stage / end / from / cells past startpoint / slack (ns)
finish: data_out[8] / selector[0] / 6 / 0.83
global route: data_out[30] / selector[0] / 6 / 0.66
CTS: data_out[8] / selector[0] / 6 / 0.79
[cells in the final DEF, fill, tap and decap left out]
cell and count:
sky130_fd_sc_hd__a2bb2oi_1 1, sky130_fd_sc_hd__o31ai_1 2, sky130_fd_sc_hd__buf_2 2, sky130_fd_sc_hd__nor2_1 46, sky130_fd_sc_hd__a31oi_1 1, sky130_fd_sc_hd__nand3b_1 1, sky130_fd_sc_hd__diode_2 1, sky130_fd_sc_hd__a21boi_0 1
sky130_fd_sc_hd__nand2b_1 5, sky130_fd_sc_hd__o211ai_1 2, sky130_fd_sc_hd__buf_4 8, sky130_fd_sc_hd__nand2_1 14, sky130_fd_sc_hd__a21oi_1 33, sky130_fd_sc_hd__nor2b_2 1, sky130_fd_sc_hd__a22oi_1 2, sky130_fd_sc_hd__mux4_2 14
sky130_fd_sc_hd__nor2b_1 5, sky130_fd_sc_hd__o21ai_0 1, sky130_fd_sc_hd__mux2i_1 45, sky130_fd_sc_hd__o221ai_1 1, sky130_fd_sc_hd__o21ai_1 1, sky130_fd_sc_hd__a211oi_1 12, sky130_fd_sc_hd__clkdlybuf4s50_1 256, sky130_fd_sc_hd__or3_1 1
sky130_fd_sc_hd__a22o_1 1, sky130_fd_sc_hd__a211o_1 2, sky130_fd_sc_hd__o22a_1 16, sky130_fd_sc_hd__inv_1 2, sky130_fd_sc_hd__o22ai_1 16
Power and IR drop assume default switching activity.
